==> flow/design.v <==
`timescale 1ns / 1ps
module alu_unit (
    input [31:0] input1, input2,
    input [3:0] control_lines,
    output reg [31:0] result,
    output reg zero_flag
);
always @(*) begin
    case (control_lines)
        4'b0000: result = input1 & input2;                     
        4'b0001: result = input1 | input2;                     
        4'b0010: result = input1 + input2;                     
        4'b0110: result = input1 - input2;                     
        4'b0111: result = (input1 < input2) ? 32'd1 : 32'd0;   
        4'b1100: result = ~(input1 | input2);                  
        4'b1000: result = input2 << input1[4:0];               
        default: result = 32'd0;
    endcase
    zero_flag = (result == 32'd0) ? 1'b1 : 1'b0;
end
endmodule
==> flow/run.sh <==
#!/bin/bash
# OpenROAD 26Q1-2900-gdf79404cd8, Yosys 0.63+post, stock flow scripts
make -C /OpenROAD-flow-scripts/flow DESIGN_CONFIG=/design/flow/config.mk WORK_HOME=/design/flow/orfs finish
==> flow/config.mk <==
export PLATFORM = sky130hd
export DESIGN_NAME = alu_unit
export DESIGN_NICKNAME = alu_unit
export VERILOG_FILES = /design/flow/design.v
export SDC_FILE = /design/flow/constraint.sdc
export NUM_CORES = 4
export LEC_CHECK = 1
export CORE_UTILIZATION = 50
==> flow/constraint.sdc <==
current_design alu_unit

set clk_period 34.0
set clk_io_pct 0.2

create_clock -name clk0 -period $clk_period

set non_clock_inputs [all_inputs -no_clocks]
set_input_delay [expr $clk_period * $clk_io_pct] -clock clk0 $non_clock_inputs
set_output_delay [expr $clk_period * $clk_io_pct] -clock clk0 [all_outputs]
==> flow_summary.ini <==
; generated from flow reports
[worst_hold_path]
hold-path-endpoint = result[1]
hold_start = control_lines[1]
hold_depth = 4
hp-class = in2out

[layout]
syn_to_final_growth_pct = 12.71
fillCellCount = 1414
final_area_sq_um = 8541
flop_area_sq_um = 0
final_util_pct = 58.32
drive_above_1_share_pct = 7.424
clkbuf_count = 0
stdcell_count = 1302
seq_cells = 0

[synthesis]
synth_seq_share_pct = 0
ys_top_logic_family = AND-OR/OR-AND gates
top_area_cell = ha_1
simple_gate_share_pct = 20.18
synthTopCellsByArea = ha_1 (17%), a21oi_1 (7.2%), mux4_2 (5.1%)
ys_sh_adder_pct = 17.37
synth.top_cell.area_share_pct = 16.84
syn_area_per_cell_sq_um = 7.022
xor_share_pct = 1.387
synth_cells = 1079
yosys.area_share.aoi_pct = 39.09
syn-cell-area_sq_um = 7577
ys_sh_mux_pct = 12.00
ys_cells = 1079
yosysUniqueCellTypes = 102
yosys_warnings = 1
ys_area_sq_um = 7577

[pwr]
ir_drop_mv = 0.01347
power_density_nw_per_um2 = 17.41
leakage_nw = 3.519

[setup_path]
path_class = in2out
startpoint_type = input pin
required_ns = 27.20
crit_arrival_ns = 12.52
crit_path_max_fanout = 42
end_kind = output port

[routing]
drt_iter0_markers = 1292
num_vias = 9076
viasPerCell = 6.971
diodes = 0
drtPass1Iterations = 8
wire_per_inst_microns = 24.64
final_antenna_net_count = 0
wirelength_microns = 32090
drcViolationCount = 0

[grt]
grt_pass1_wl_microns = 49010
grt_max_degree = 45
grt.total_usage_pct = 41.12
grt_pass1_vias = 8331
grt_antenna_before_repair = 0
grt-ovfl-total = 0

[place]
gp_congestion = 1.072
dp.cells = 1302
place_area_sq_um = 8541
hpwl_microns = 24540
port_buffers = 101

[cts]
cts_hold_buf = 0
cts-resized-gates = 0
postCtsSetupRepairBufs = 0

[floorplanning]
die_h_microns = 125.1
coreArea_sq_um = 14640
floorplanUtilization_pct = 51.74
num_io_pins = 101
dieArea_sq_um = 15650
fp-row-count = 44
die_w_microns = 125.1

[timing]
hold_ws_ns = 14.95
min_period_ns = 19.32
timing.slew.headroom_pct = 42.54
tns_ns = 0
setup_viol = 0
period_used_pct = 56.83
rsz0062_at_grt = no
worstMarginPinSlew_ns = 0.8587
hold_viol = 0
fmax_mhz = 51.76
slew_viol_final = 0

[job]
warnings = 103
maxCapViolCount = 0

[outcome]
outcome = completed
[stage by stage]
| step | setup slack (ns) | total power, W |
|---|---|---|
| floorplan | 16.92 | 0.00009236 |
| global placement | 14.93 | 0.0001448 |
| detailed placement | 14.80 | 0.0001440 |
| CTS | 14.80 | 0.0001448 |
| global route | 14.37 | 0.0001591 |
| finish | 14.68 | 0.0001487 |
[logic make-up after synthesis]
| family | Yosys count |
|---|---|
| AND-OR/OR-AND | 421 |
| AND/OR/NAND/NOR | 308 |
| buffers and inverters | 172 |
| adder cells (fa/ha/maj) | 104 |
| multiplexers | 62 |
| XOR/XNOR | 12 |
[worst max-delay path by stage]
stage / startpoint / endpoint / slack, ns / depth (start not counted)
4_1_cts: input1[2] / zero_flag / 14.80 / 16
5_1_grt: input1[2] / zero_flag / 14.37 / 16
6_report: input1[2] / zero_flag / 14.68 / 16
[worst max-delay path, cell delays in order]
cell and delay [ns]:
clkdlybuf4s50_1 0.45, buf_4 0.38, clkinv_1 0.75, ha_1 0.73, o21bai_1 0.13, a211oi_2 0.35
o21bai_2 0.14, a31oi_2 0.47, o21ai_1 0.24, a221o_1 0.39, a21bo_2 0.21, nor4b_2 0.27
nand4_1 0.16, nor4_1 0.26, and4bb_1 0.27, clkdlybuf4s50_1 0.47
[synth_stat cells (all sizes together), types with 4 or more instances]
| cell type | count |
|---|---|
| xnor2 | 10 |
| clkbuf | 37 |
| or2 | 4 |
| a221oi | 8 |
| a21o | 11 |
| and2 | 9 |
| nand4 | 15 |
| a31o | 4 |
| a211oi | 8 |
| o21ai | 57 |
| or4 | 7 |
| or3 | 5 |
| and3 | 8 |
| nor4 | 13 |
| nand2 | 76 |
| mux2 | 13 |
| o211ai | 13 |
| o22a | 10 |
| nand2b | 10 |
| nand3 | 31 |
| o31a | 6 |
| mux4 | 20 |
| mux2i | 29 |
| o311ai | 5 |
| o2111ai | 4 |
| nor3 | 26 |
| inv | 92 |
| nor2 | 85 |
| a221o | 15 |
| o21a | 11 |
| o31ai | 14 |
| nor4b | 5 |
| a2111oi | 5 |
| buf | 40 |
| a22oi | 37 |
| o211a | 4 |
| ha | 102 |
| a311oi | 4 |
| a31oi | 7 |
| a21oi | 111 |
| o21bai | 9 |
| o22ai | 36 |
| o221ai | 9 |
| nor2b | 8 |
[cell usage in the layout (no fill, tap or decap), drive strengths merged, types with 10 or more instances in the layout]
cell type / instances
mux2i: 29
o22a: 10
clkdlybuf4s50: 100
o22ai: 36
nand2b: 10
mux4: 20
a221o: 15
a21oi: 111
nor2: 85
inv: 92
o31ai: 14
nand4: 15
nand2: 76
a21o: 11
nand3: 31
o21ai: 57
buf: 16
ha: 102
o211ai: 13
nor3: 26
xnor2: 10
o21a: 11
nor4: 13
a22oi: 37
mux2: 13
[where the power goes]
part	internal, W	switching (W)
Combinational	0.0000599	0.0000888
Sequential	0	0
Clock	0	0
Total	0.0000599	0.0000888
[routing by layer]
metal	GRT usage (%)	vias to the layer above	part of all wire, %
met1	55.82	4168	40
met5	0	-	0
met4	16.93	0	5.2
met2	64.57	600	44
met3	7.806	120	10
li1	-	4188	-
[cell type report]
cell class / count / area (sq um) / share of cell area, %
inverter: 95 / 356.6 / 4.175
multi-input combinational: 907 / 6835 / 80.03
tap: 184 / 230.2 / 2.696
timing repair buffer: 116 / 1119 / 13.10
Power and IR drop assume default switching activity.
